==> flow/run.sh <==
#!/bin/bash
# OpenROAD 26Q1-2900-gdf79404cd8, Yosys 0.63+post, stock flow scripts
make -C /OpenROAD-flow-scripts/flow DESIGN_CONFIG=/design/flow/config.mk WORK_HOME=/design/flow/orfs finish
==> flow/constraint.sdc <==
current_design ula

set clk_period 16.3
set clk_io_pct 0.2

create_clock -name clk0 -period $clk_period [get_ports {clk}]

set non_clock_inputs [all_inputs -no_clocks]
set_input_delay [expr $clk_period * $clk_io_pct] -clock clk0 $non_clock_inputs
set_output_delay [expr $clk_period * $clk_io_pct] -clock clk0 [all_outputs]
==> flow/design.v <==
module ula(Sel, A, B, Saida, clk);
input clk;
input [7:0]A;  
input [7:0]B; 
output reg [7:0]Saida;  
input [3:0]Sel;  
reg [7:0]auxiliar;
wire And1, Xor1, Or1;
and (And1, A, B); xor (Xor1, A, B); or (Or1, A, B);
always@(posedge clk)begin
	case (Sel)
		4'b0000:Saida <= A + B;  
		4'b0001:Saida <= (A - B); 
		4'b0010:Saida <= (A * B); 
		4'b0011:Saida <= (A / B); 
		4'b0100:Saida <= (A << 1); 
		4'b0101:Saida <= (A >> 1); 
		4'b0110:begin
			auxiliar = {A[0], A[7:1]}; 
			Saida <= auxiliar;
			end
		4'b0111:begin
			auxiliar = {A[6:0], A[7]}; 
			Saida <= auxiliar;
			end
		4'b1000:Saida <= And1; 
		4'b1001:Saida <= Or1; 
		4'b1010:Saida <= Xor1; 
		4'b1011:Saida <= ~And1; 
		4'b1100:Saida <= ~Or1; 
		4'b1101:Saida <= ~Xor1; 
		4'b1110:  
			begin
				if(A > B) begin
					Saida <= 1;
				end
				else begin
					Saida <= 0;
				end
			end
		4'b1111:  
			begin
				if(A == B) begin
					Saida <= 1;
				end
				else begin
					Saida <= 0;
				end
			end
	endcase
end
endmodule
==> flow/config.mk <==
export PLATFORM = sky130hd
export DESIGN_NAME = ula
export DESIGN_NICKNAME = ula
export VERILOG_FILES = /design/flow/design.v
export SDC_FILE = /design/flow/constraint.sdc
export NUM_CORES = 4
export LEC_CHECK = 1
export CORE_UTILIZATION = 50
==> results.cfg <==
; physical design summary
[min_path]
hold_depth = 3
worstHoldStart = Sel[3]
hold_path_class = in2reg

[setup_path]
cp_max_fo = 11
crit_start = B[4]
cpPeakStageDelay_ps = 640
criticalPathCategory = in2reg
cp.arrival_ps = 14360
cp_top_family = AND-OR/OR-AND gates
crit_required_ps = 16400
cp.depth = 50
end_kind = flip-flop
cp-start-kind = primary input
critPathBufInv = 4
cpMaxStageDelayCell = or4_4
crit_top_cell = ha_1

[cts]
post_cts_buffers = 0
cts_buffers = 3
cts.sinks = 8
root_buffer = clkbuf_8
hold_buffers = 0
cts_max_level = 1
cts_tree = done
cts_buffer_depth = 2
clkTransAtPathRegs_ps = 40
cts_resized = 0

[synthesis]
synth_flops = 8
yosysCellCount = 516
syn_avg_cell_area_um2 = 7.70
synth_cell_types = 78
synth_area_um2 = 3970
synth_seq_share = 0.0403
synth-async-reset-ratio = 0
synthCells = 516
ys.warnings.count = 1
yosysChipArea_um2 = 3970
edf_count = 0
ys.flop_type = dfxtp_1

[layout]
drive_above_1_share = 0.0728
fillers = 744
fin_util = 0.573
finish.instance_area_um2 = 4410
reg.largest.list = Saida (8)
final_cell_count_no_fill = 638
largest_reg_flops = 8
largest-register = Saida
synthToLayoutAreaGrowth_pct = 10.9

[pwr]
peakVddDrop_v = 0.0000234
power_density_nw_per_um2 = 53.3
leakage_nw = 1.99
power_mw = 0.235

[drt]
drt_iter0_markers = 207
avgViaCountPerCell = 6.04
num_vias = 3851
routed_wl_um = 11800
dr.pass1.iters = 5
wl_per_cell_um = 18.5
num_antenna_cells = 0
ant_nets = 0
drc_errors = 0

[global_route]
grt_use_met1 = 0.445
grt_pass1_vias = 3697
grt.met3_usage = 0.0434
grt.busiest_layer = met2
overflow = 0
antenna_found_initial = 0
grt_max_degree = 26
track_usage = 0.304
use_met2 = 0.479
grt_pass1_wl_um = 19400

[flow_run]
maxCapViolCount = 0
warning_count = 38

[floorplan]
core_area_um2 = 7690
io_pins = 29
num_rows = 32
fp.dieH_um = 91.2
fp_util = 0.517
dieWidth_um = 91.2
die_area_um2 = 8310

[final_timing]
min_period_ps = 14260
fin_setup_tns_ps = 0
hold_slack_ps = 4060
finalCritPeriodShare = 0.875
hold_viol = 0
fin_ws_ps = 2040
fmax_mhz = 70.1
setup_viol = 0
slew_viol_final = 0
worstMarginPinSlew_ps = 892
rsz0062_at_grt = false
slew_headroom = 0.401

[placed_design]
portBuffers = 28
gp_congestion = 1.00
place_area_um2 = 4370
hpwl_um = 9440
place_inst = 635
preCtsSetupSlack_ps = 1900

[outcome]
outcome = finished, final reports clean
==> cells in the final DEF (no fill, tap or decap), types with 6 or more instances in the layout <==
cell             instances
mux2i_1                 11
clkdlybuf4s50_1         28
a21oi_1                 35
o211ai_1                10
xor2_1                   6
dfxtp_1                  8
nor2b_1                  9
nor2_1                  36
o21ai_0                 25
ha_1                    71
fa_1                    14
or3_1                    8
nand2b_1                 7
buf_4                    7
a21o_1                   9
nand2_1                 43
xnor2_1                 19
o31ai_1                  6
inv_1                   50
o21a_1                  14
nor3_1                  14
==> synth_stat cells (3+ instances only) <==
| cell type | instances | share of area |
|---|---|---|
| o21ai_0 | 25 | 0.031 |
| or2_2 | 3 | 0.0047 |
| nand4_1 | 5 | 0.0079 |
| a221oi_1 | 3 | 0.0066 |
| nor2b_1 | 9 | 0.014 |
| o21a_1 | 14 | 0.026 |
| a21boi_0 | 4 | 0.0076 |
| or3_1 | 8 | 0.013 |
| a211oi_1 | 4 | 0.0076 |
| nand3_1 | 4 | 0.0050 |
| clkbuf_1 | 15 | 0.014 |
| ha_1 | 71 | 0.22 |
| a21o_1 | 9 | 0.017 |
| nor2_1 | 36 | 0.034 |
| and3_1 | 5 | 0.0079 |
| o22ai_1 | 5 | 0.0079 |
| inv_1 | 50 | 0.047 |
| nor3_1 | 14 | 0.018 |
| o21bai_1 | 5 | 0.0094 |
| a21oi_1 | 35 | 0.044 |
| a31oi_1 | 4 | 0.0063 |
| nand2b_1 | 7 | 0.011 |
| xnor2_1 | 19 | 0.042 |
| nand2_1 | 43 | 0.041 |
| o211ai_1 | 10 | 0.019 |
| fa_1 | 14 | 0.071 |
| dfxtp_1 | 8 | 0.040 |
| o31ai_1 | 6 | 0.011 |
| mux2i_1 | 11 | 0.028 |
| xor2_1 | 6 | 0.013 |
| and2_1 | 5 | 0.0079 |
| o2111ai_1 | 3 | 0.0066 |
==> power by group <==
part	internal, mW	leakage (nW)	switching, mW
clock network	0.0160	0.0216	0.00727
registers	0.0228	0.0672	0.000793
logic	0.0873	1.90	0.101
==> layout make-up <==
| cell class | count | area (µm²) | share of cell area |
|---|---|---|---|
| flip-flops and latches | 8 | 160 | 0.0363 |
| multi-input cells | 440 | 3560 | 0.807 |
| inverters | 50 | 188 | 0.0426 |
| clock buffers | 3 | 41.3 | 0.00937 |
| well taps | 102 | 128 | 0.0290 |
| repair buffers | 35 | 333 | 0.0755 |
==> routing by layer <==
layer | vias up | wire length, µm
li1 | 1905 | -
met1 | 1785 | 5450
met2 | 134 | 5220
met3 | 27 | 806
met4 | 0 | 320
met5 | - | 0
==> path summary, 6_finish.rpt <==
path | endpoint | slack, ps
setup / recovery | Saida[0] | 2040
hold / removal | Saida[0] | 4060
==> cells by family after synthesis <==
kind of cell | count (synthesis) | synth area share
buf+inv | 68 | 0.0645
simple gates | 155 | 0.202
xor+xnor | 28 | 0.0705
flops | 8 | 0.0403
fa+ha+maj | 85 | 0.294
compound gates | 158 | 0.292
mux | 14 | 0.0372
==> worst min-delay path, stage by stage <==
cell and delay [ps]:
clkdlybuf4s50_1 650, nor2_1 240, o22ai_1 80
Power is estimated from default activity; no workload was simulated.
